--- flow/config.mk ---
export PLATFORM = sky130hd
export DESIGN_NAME = TopLevel
export DESIGN_NICKNAME = TopLevel
export VERILOG_FILES = /design/flow/design.v
export SDC_FILE = /design/flow/constraint.sdc
export NUM_CORES = 4
export LEC_CHECK = 1
export CORE_AREA = 10 10 96 96
export DIE_AREA = 0 0 106 106
export SYNTH_MEMORY_MAX_BITS = 65536
--- flow/run.sh ---
#!/bin/bash
# OpenROAD 26Q1-2900-gdf79404cd8, Yosys 0.63+post, stock flow scripts
make -C /OpenROAD-flow-scripts/flow DESIGN_CONFIG=/design/flow/config.mk WORK_HOME=/design/flow/orfs finish
--- flow/constraint.sdc ---
current_design TopLevel

set clk_period 3.8
set clk_io_pct 0.2

create_clock -name clk0 -period $clk_period [get_ports {Clk}]

set non_clock_inputs [all_inputs -no_clocks]
set_input_delay [expr $clk_period * $clk_io_pct] -clock clk0 $non_clock_inputs
set_output_delay [expr $clk_period * $clk_io_pct] -clock clk0 [all_outputs]
--- flow/design.v ---
module ClkDiv(Clk, Rst, ClkOut);
   input Clk, Rst;
   output reg ClkOut;
  parameter DivVal = 50000000;  
   reg [25:0] DivCnt;
   reg ClkInt;
   always @(posedge Clk) begin
      if( Rst == 1 )begin
         DivCnt <= 0;
         ClkOut <= 0;
         ClkInt <= 0;
      end
      else begin
         if( DivCnt == DivVal ) begin
            	ClkOut <= ~ClkInt;
            	ClkInt <= ~ClkInt;
            	DivCnt <= 0;
         end
         else begin
            	ClkOut <= ClkInt;
            	ClkInt <= ClkInt;
            	DivCnt <= DivCnt + 1;
         end
      end
   end
endmodule
`timescale 1ns / 1ps
module InstructionFetchUnit(Instruction, PCResult, Reset, Clk);
    input [31:0] PCResult;
    input wire Reset, Clk;
    output wire [31:0] Instruction;
    wire ClkOut;
    ClkDiv Clock(.Clk(Clk), .Rst(Reset), .ClkOut(ClkOut));
    wire [31:0] PCAddResult;  
    PCAdder PCA(.PCResult(PCResult), .PCAddResult(PCAddResult));
    ProgramCounter PC(.Address(PCAddresult), .PCResult(PCAddResult), .Reset(Reset), .Clk(ClkOut));
    InstructionMemory IM(.Address(PCAddResult), .Instruction(Instruction));
endmodule
`timescale 1ns / 1ps
module InstructionMemory(Address, Instruction); 
    input [31:0] Address;         
    output reg [31:0] Instruction;     
    reg [31:0] memory [0:127];
    integer i;
    initial begin
        for (i = 0; i < 128; i = i + 1) begin
            memory[i] = i * 3;
        end
    end
    always @(*) begin
        Instruction = memory[Address[8:2]];
    end
endmodule
`timescale 1ns / 1ps
module PCAdder(PCResult, PCAddResult);
    input [31:0] PCResult;
    output [31:0] PCAddResult;
    assign PCAddResult = PCResult + 4;
endmodule
`timescale 1ns / 1ps
module ProgramCounter(Address, PCResult, Reset, Clk);
	input [31:0] Address;
	input Reset, Clk;
	reg [1:0] state, nextstate;
	parameter s0 = 0, s1 = 1;
	output reg [31:0] PCResult;
	initial begin
	    PCResult = 32'hXXXXXXXX;
	end
always @(posedge Clk) begin
    if (Reset == 1) 
        state <= 0;
    else 
        state <= nextstate;
    end
always @(state, Address) begin
    case(state)
        s0:
            begin
            PCResult <= 32'h00000000;
            end
        s1:
            begin
            PCResult <= Address;
            end
endcase
end
endmodule
`timescale 1ns / 1ps
module SevenSegment(numin, segout);
    input	[3:0] numin;
    output	reg [6:0] segout;     
    always @(numin)
    begin
        case (numin)
                4'b0000: segout <= 7'b0000001;     
                4'b0001: segout <= 7'b1001111;     
                4'b0010: segout <= 7'b0010010;     
                4'b0011: segout <= 7'b0000110;     
                4'b0100: segout <= 7'b1001100;     
                4'b0101: segout <= 7'b0100100;     
                4'b0110: segout <= 7'b0100000;     
                4'b0111: segout <= 7'b0001111;     
                4'b1000: segout <= 7'b0000000;     
                4'b1001: segout <= 7'b0000100;     
                4'b1010: segout <= 7'b0001000;     
                4'b1011: segout <= 7'b1100000;     
                4'b1100: segout <= 7'b0110001;     
                4'b1101: segout <= 7'b1000010;     
                4'b1110: segout <= 7'b0110000;     
                4'b1111: segout <= 7'b0111000;     
                default: segout <= 7'b1111111;   
       endcase
     end
endmodule
`timescale 1ns / 1ps
module TopLevel(Clk, Reset, out7, en_out);
    input wire Clk;
    input wire Reset;
    output wire [6:0] out7;
    output wire [7:0] en_out;
    wire [31:0] Instruction;
    InstructionFetchUnit IFU(.Reset(Reset), .Clk(Clk), .Instruction(Instruction));
     Two4DigitDisplay T4DD(
        .Clk(Clk),
        .NumberA(Instruction[15:0]),   
        .NumberB(Instruction[31:16]), 
        .out7(out7),
        .en_out(en_out)
    );
endmodule
`timescale 1ns / 1ps
module Two4DigitDisplay(Clk, NumberA, NumberB, out7, en_out);
    parameter NUM_WIDTH = 16;
    input  Clk;
    input  [NUM_WIDTH - 1:0] NumberA, NumberB;
    output [6:0] out7;  
    output reg [7:0] en_out;
    reg  [3:0] in4;        
    wire [3:0] firstdigitA;
    wire [3:0] seconddigitA;
    wire [3:0] thirddigitA;
    wire [3:0] forthdigitA;
    wire [3:0] firstdigitB;
    wire [3:0] seconddigitB;
    wire [3:0] thirddigitB;
    wire [3:0] forthdigitB;
    SevenSegment m1(in4, out7);
    reg  [19:0] cnt = 19'd0;
    always @(posedge Clk) begin
        cnt <= cnt + 1;
    end
    assign firstdigitA = NumberA[3:0];
    assign seconddigitA = NumberA[7:4];
    assign thirddigitA = NumberA[11:8];
    assign forthdigitA = NumberA[15:12];
    assign firstdigitB = NumberB[3:0];
    assign seconddigitB = NumberB[7:4];
    assign thirddigitB = NumberB[11:8];
    assign forthdigitB = NumberB[15:12];
    always @(cnt) begin
        case(cnt[19:17])   
            3'b000: begin en_out <= 8'b11111110; in4 <= firstdigitA; end
            3'b001: begin en_out <= 8'b11111101; in4 <= seconddigitA; end
            3'b010: begin en_out <= 8'b11111011; in4 <= thirddigitA; end
            3'b011: begin en_out <= 8'b11110111; in4 <= forthdigitA; end
            3'b100: begin en_out <= 8'b11101111; in4 <= firstdigitB; end
            3'b101: begin en_out <= 8'b11011111; in4 <= seconddigitB; end
            3'b110: begin en_out <= 8'b10111111; in4 <= thirddigitB; end
            3'b111: begin en_out <= 8'b01111111; in4 <= forthdigitB; end
            default: begin en_out <= 8'b11111111; in4 <= 4'b1111; end 
        endcase
     end
endmodule
==> notes.md <==
run metrics: run status=finished clean, hold-fix buffer count after cts=0, number of optimization iterations in the first detailed-route pass=4, Final min period=2360 ps, first-pass GRT wire length=around 2300 um, TritonCTS sink count=20, standard cell area after detailed placement=between 1000 and 1500 um^2, Most flops, register=T4DD.cnt, area taken by multi-input logic gates=443 um^2, critical-path maximum fanout=9, Max Clk Rate=around 420 MHz, parity-gate share of the synthesized area counting xor and xnor cells=0.169, Worst IR Drop VDD=0.000138 V, core footprint=a little over 7000 um^2, register area share after synthesis=0.430, average via count per standard cell=roughly 2.8, path type of the worst setup path=register to output port, Post CTS Setup Buffer Count=0, critical path startpoint category=register, arrival time at the worst endpoint=~1600 ps, mux share of post-synthesis cell area=0, number of synthesized register bits=20, number of standard cells after synthesis=approximately 94, Cell Chain, Critical Path=or3b_2, clkdlybuf4s50_1, max FFs per register=20, Area Growth Syn to Fin=18.8%, Avg WL per Cell=about 6.5 um, largest registers in the final layout=T4DD.cnt: 20 flops, global-route congestion overflow total=0, pin count of the biggest net entering global routing=12, Yosys Chip Area=just over 900 um^2, Die Outline Area=between 10000 and 15000 um^2, yosys cell count=around 94, count of boundary I/O pins=17, Top delay family on crit path=flip-flops, Global Route Usage Sum=0.0243, hold violation count in the final report=0, final setup fails=0, slowest stage cell, crit path=sky130_fd_sc_hd__dfxtp_1, total standard cell area after synthesis=931 um^2, setup repair after global routing missed its margin=false, synthesized-area fraction occupied by ao, oa, aoi and oai cells=0, number of resized instances in the post-cts repair step=0, leakage dissipation=between 0.3 and 0.4 nW, most numerous cell types in the synthesized netlist=sky130_fd_sc_hd__dfxtp_1, sky130_fd_sc_hd__xnor2_1, sky130_fd_sc_hd__nand2_1, Adder-Cell Fraction of Synth Area=0.0134, number of remaining DRC errors=0, Detailed Place HPWL=between 1000 and 1500 um, Die Ht=106 um, # diodes=0, cell with the most instances after synthesis=sky130_fd_sc_hd__dfxtp_1, last weighted congestion value of the routability-driven placer=slightly above 0.7, clock slew at the register clock pins of the worst setup and hold paths=70 ps, clock root buffer master=sky130_fd_sc_hd__clkbuf_8, EDFF count, synth=0, max-cap viol count=0, element type at the critical path end=output port, count of H-tree levels built during CTS=1, Largest stage delay, worst path=approximately 470 ps, path category of the worst min-delay check=register to register, vias in the first global route=approximately 540, buffer depth of the longest clock path=2, share of Yosys cell area claimed by the top area cell type=0.430, remaining antenna violation count after routing=0, synthesized area per cell=9.90 um^2, worst slack, placed=between 1500 and 2000 ps, Synth logic family=simple AND/OR/NAND/NOR gates, overall die width=106 um, Top cells by area=sky130_fd_sc_hd__dfxtp_1, sky130_fd_sc_hd__xnor2_1, sky130_fd_sc_hd__buf_4, power density relative to cell area=~330 nW/um^2, accumulated negative setup slack=0 ps, clock tree from TritonCTS=done, yosys synthesis warning count=a little over 80, Bufs and invs on worst path=1, # rows=31, count of filler cells inserted in the layout=around 820, stage-log warning count=26, fin cells=a little under 200, max-slew violation count=0, cell area after layout=around 1100 um^2, Port Buffers=8, clk ins delay skew pair=250 ps, Reg area=roughly 400 um^2, Num CTS Buffers=3, Worst Clk Skew=~3.6 ps, proportion of register bits with asynchronous set or reset after synthesis=0, Cell Type Count=24, instance count after placement with tap cells included=between 150 and 200, post-synthesis simple-gate area fraction=0.265, antenna violations before repair=0, min setup slack post-route=1440 ps, Yosys top cell by area=sky130_fd_sc_hd__dfxtp_1, via total after detailed routing=559, core utilization at floorplan=0.129, overall routed net length=around 1300 um, number of DRC markers after the initial detailed-route iteration=16, data required time of the worst path=3040 ps, dominant register cell=sky130_fd_sc_hd__dfxtp_1, final cycle utilization of the critical path=0.621, share of post-route cells with drive strength above 1=0.130
metal layers:
layer	global-route usage	up-vias	share of wire
met1	0.0333	232	0.57
met3	0.0153	0	0.091
met2	0.0331	16	0.34
met5	0	-	0
met4	0.000967	0	0
li1	-	311	-
kinds of logic after synthesis:
logic type               after synthesis
adder cells (fa/ha/maj)                1
XOR/XNOR                              18
other                                  2
flip-flops                            20
AND/OR/NAND/NOR                       41
buffers and inverters                 12
metrics by stage:
stage          hold slack [ps]  power, mW  utilization
2_1_floorplan              379      0.219            -
3_3_place_gp               389      0.215        0.146
3_5_place_dp               397      0.215        0.146
4_1_cts                    415      0.373        0.153
5_1_grt                    434      0.386        0.153
6_report                   410      0.366        0.153
path summary, 6_finish.rpt:
kind / from / end / slack (ps) / depth (start not counted)
max: T4DD.cnt[19] / en_out[4] / 1440 / 2
max reg2reg: T4DD.cnt[0] / T4DD.cnt[18] / 2410 / 5
min reg2reg: T4DD.cnt[0] / T4DD.cnt[0] / 410 / 1
min: T4DD.cnt[0] / T4DD.cnt[0] / 410 / 1
area by class of cell:
class / instances / area share
timing repair buffer: 8 / 0.0724
tap: 99 / 0.112
clock buffer: 4 / 0.0498
multi-input combinational: 67 / 0.400
sequential: 20 / 0.362
inverter: 1 / 0.00339
cell usage in the layout, fill, tap and decap left out:
master                            Yosys  routed
sky130_fd_sc_hd__dfxtp_1             20      20
sky130_fd_sc_hd__xnor2_1             15      15
sky130_fd_sc_hd__nand2_1              9       9
sky130_fd_sc_hd__clkdlybuf4s50_1      0       8
sky130_fd_sc_hd__nand3_1              7       7
sky130_fd_sc_hd__conb_1               2       7
sky130_fd_sc_hd__nor2_1               5       5
sky130_fd_sc_hd__nand4_1              4       4
sky130_fd_sc_hd__clkbuf_8             2       4
sky130_fd_sc_hd__and3_1               3       3
sky130_fd_sc_hd__xor2_1               3       3
sky130_fd_sc_hd__and3_2               2       2
sky130_fd_sc_hd__nand3b_1             2       2
sky130_fd_sc_hd__or2_2                2       2
sky130_fd_sc_hd__and4_1               1       1
sky130_fd_sc_hd__and4_2               1       1
sky130_fd_sc_hd__or3b_2               1       1
sky130_fd_sc_hd__or3_1                1       1
sky130_fd_sc_hd__and2_2               1       1
sky130_fd_sc_hd__nand4_4              1       1
sky130_fd_sc_hd__nor3_2               1       1
sky130_fd_sc_hd__inv_1                1       1
sky130_fd_sc_hd__ha_1                 1       1
report_power, final:
part / switching (mW) / total, mW / internal (mW)
Combinational: 0.000324 / 0.000324 / 0
Clock: 0.0638 / 0.156 / 0.0920
Sequential: 0 / 0.209 / 0.209
Total: 0.0641 / 0.366 / 0.301
No activity file was given, so power comes from the tool's default toggle rates.
